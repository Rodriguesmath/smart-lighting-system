[flow/config.mk]
export PLATFORM = sky130hd
export DESIGN_NAME = top
export DESIGN_NICKNAME = top
export VERILOG_FILES = /design/flow/design.v
export SDC_FILE = /design/flow/constraint.sdc
export NUM_CORES = 4
export LEC_CHECK = 1
export CORE_UTILIZATION = 40
[flow/constraint.sdc]
current_design top

set clk_period 3.7
set clk_io_pct 0.2

create_clock -name clk0 -period $clk_period [get_ports {clk}]

set non_clock_inputs [all_inputs -no_clocks]
set_input_delay [expr $clk_period * $clk_io_pct] -clock clk0 $non_clock_inputs
set_output_delay [expr $clk_period * $clk_io_pct] -clock clk0 [all_outputs]
[flow/design.v]
module controladora #(
  parameter DEBOUNCE_P = 300,  
  parameter SWITCH_MODE_MIN_T = 5000,  
  parameter AUTO_SHUTDOWN_T = 30000  
) (
  input wire clk, rst,  
  input logic infravermelho,  
  input logic push_button,  
  output logic led, saida  
);
  logic A, B, C;  
  logic enable;  
  submodulo_1 u_submodulo_1 (
    .clk(clk),
    .rst(rst),
    .a(A),
    .b(B),
    .c(C),
    .d(infravermelho),
    .enable(enable), 
    .led(led),
    .saida(saida)
  );
  submodulo_2 #(
    .DEBOUNCE_P(DEBOUNCE_P),
    .SWITCH_MODE_MIN_T(SWITCH_MODE_MIN_T)
  ) u_submodulo_2 (
    .clk(clk),
    .rst(rst),
    .push_button(push_button),
    .A(A),
    .B(B)
  );
  submodulo_3 #(
  .AUTO_SHUTDOWN_T(AUTO_SHUTDOWN_T)
  ) u_submodulo_3 (
    .clk(clk),
    .rst(rst),
    .infravermelho(infravermelho),
    .enable(enable),  
    .C(C)
  );
endmodule
  module submodulo_1 (
    input logic clk, rst, a, b, c, d,
    output logic led, saida, enable
  );
    typedef enum logic [1:0] {
      LAMPADA_DESLIG_AUTOMATICA,
      LAMPADA_LIG_AUTOMATICA,
      LAMPADA_DESLIG_MANUAL,
      LAMPADA_LIG_MANUAL
    } state_t;
    state_t current_state, next_state;
    always_ff @(posedge clk or posedge rst) begin:State_block
      if (rst) begin
        current_state <= LAMPADA_DESLIG_AUTOMATICA;
      end else begin
        current_state <= next_state;
      end
    end:State_block
    always_ff @(posedge clk or posedge rst) begin:FSM
      if (rst) begin
        next_state <= LAMPADA_DESLIG_AUTOMATICA;
      end else begin
        case (current_state)
          LAMPADA_DESLIG_AUTOMATICA: begin
            if (a) next_state <= LAMPADA_DESLIG_MANUAL;  
            else if (d) next_state <= LAMPADA_LIG_AUTOMATICA;  
            else next_state <= next_state;  
          end
          LAMPADA_LIG_AUTOMATICA: begin
            if (a) next_state <= LAMPADA_DESLIG_MANUAL;  
            else if (c) next_state <= LAMPADA_DESLIG_AUTOMATICA;  
            else next_state <= next_state;  
          end
          LAMPADA_DESLIG_MANUAL: begin
            if (a) next_state <= LAMPADA_LIG_AUTOMATICA;  
            else if (b) next_state <= LAMPADA_LIG_MANUAL;  
            else if (d) next_state <= LAMPADA_DESLIG_MANUAL; 
            else next_state <= next_state;  
          end
          LAMPADA_LIG_MANUAL: begin
            if (a) next_state <= LAMPADA_LIG_AUTOMATICA;  
            else if (b) next_state <= LAMPADA_DESLIG_MANUAL;  
            else if (d) next_state <= LAMPADA_LIG_MANUAL; 
            else next_state <= next_state;  
          end
          default: begin
            next_state <= LAMPADA_DESLIG_AUTOMATICA;
          end
        endcase
      end
    end:FSM
    always_comb begin:Outputs
      case (next_state)
        LAMPADA_DESLIG_AUTOMATICA: begin
          led = 0;
          saida = 0;
          enable = 0;
        end
        LAMPADA_LIG_AUTOMATICA: begin
          led = 0;
          saida = 1;
          enable = 1; 
        end
        LAMPADA_DESLIG_MANUAL: begin
          led = 1;
          saida = 0;
          enable = 0;
        end
        LAMPADA_LIG_MANUAL: begin
          led = 1;
          saida = 1;
          enable = 0;
        end
        default: begin
          led = 0;
          saida = 0;
          enable = 0;
        end
      endcase
    end:Outputs
  endmodule
module submodulo_2 #(
  parameter DEBOUNCE_P = 300,
  parameter SWITCH_MODE_MIN_T = 5000
) (
  input logic clk, rst, push_button,
  output logic A, B
);
  typedef enum logic [2:0] {
    INICIAL,
    DB,
    B_STATE,
    A_STATE,
    TEMP
  } state_t;
  state_t current_state, next_state;
  logic [15:0] Tp;
  always_ff @(posedge clk or posedge rst) begin:state_block
    if (rst) begin
      current_state <= INICIAL;
    end else begin
      current_state <= next_state;
    end
  end:state_block
  always_ff @(posedge clk or posedge rst) begin:counter
    if (rst) begin
      Tp <= 0;
    end else begin
      Tp <= Tp;
      case (next_state)
        DB, B_STATE, A_STATE: begin
          Tp <= Tp + 1;
        end
        TEMP: begin
          Tp <= 0;
        end
        default: begin
          Tp <= 0;
        end
      endcase
    end
  end:counter
  always_ff @(posedge clk or posedge rst) begin:FSM
    if (rst) begin
      next_state <= INICIAL;
    end else case (current_state)
      INICIAL: begin
        if (push_button) next_state <= DB;  
        else next_state <= INICIAL;  
      end
      DB: begin
        if (Tp + 3 < DEBOUNCE_P) next_state <= DB;  
        else if (!push_button) next_state <= INICIAL;  
        else next_state <= B_STATE;  
      end
      B_STATE: begin
        if (!push_button) next_state <= TEMP;  
        else if (Tp + 2 >= SWITCH_MODE_MIN_T) next_state <= A_STATE;  
        else next_state <= B_STATE;  
      end
      A_STATE: begin
        if (!push_button) next_state <= TEMP;  
        else next_state <= A_STATE;  
      end
      TEMP: begin
        next_state <= INICIAL;  
      end
      default: begin
        next_state <= INICIAL;  
      end
    endcase
  end:FSM
  always_comb begin:outputs
    case (next_state)
      INICIAL: begin
        A = 0;
        B = 0;
        if(current_state == TEMP) begin
          A = A;
          B = B;
        end else begin
          A = 0;
          B = 0;
        end
      end
      TEMP: begin
        if (current_state == A_STATE) begin
          A = 1;
          B = 0;
        end else if (current_state == B_STATE) begin
          A = 0;
          B = 1;
        end else begin
          A = 0;
          B = 0;
        end
      end
      default: begin
        A = 0;
        B = 0;
      end
    endcase
  end:outputs
endmodule
module submodulo_3 #(
  parameter AUTO_SHUTDOWN_T = 30000
)(
  input logic clk,
  input logic rst,
  input logic infravermelho,
  input logic enable,
  output logic C
);
  typedef enum logic [1:0] {
    INICIAL,
    CONTANDO,
    TEMP
  } state_t;
  state_t estado, prox_estado;
  int Tc;  
  always_ff @(posedge clk or posedge rst) begin:state_block
    if (rst) begin
      estado <= INICIAL;
    end else begin
      estado <= prox_estado;
    end
  end:state_block
  always_ff @(posedge clk or posedge rst) begin:counter
    if (rst) begin
      Tc <= 0;  
    end else begin
      if (prox_estado == CONTANDO) begin
        if (infravermelho) begin
          Tc <= 0;  
        end else if ((Tc < AUTO_SHUTDOWN_T - 1) && enable) begin
          Tc <= Tc + 1;  
        end
        else begin
          Tc = 0;
        end
      end else begin
        Tc <= 0;  
      end
    end
  end:counter
  always_ff @(posedge clk or posedge rst) begin:FSM
    if (rst) begin
      prox_estado <= INICIAL;
    end else begin
      case (estado)
        INICIAL: begin
          if (infravermelho && C == 0) begin
            prox_estado <= INICIAL;  
          end else begin
            prox_estado <= CONTANDO;  
          end
        end
        CONTANDO: begin
          if (infravermelho) begin
            prox_estado <= INICIAL;  
          end else if (Tc == AUTO_SHUTDOWN_T) begin
            prox_estado <= TEMP;  
          end else begin
            prox_estado <= CONTANDO;  
          end
        end
        TEMP: begin
          prox_estado <= INICIAL;  
        end
        default: begin
          prox_estado <= INICIAL;  
        end
      endcase
    end
  end:FSM
  always_comb begin:outputs
    case (estado)
      INICIAL: begin
        C = 0;
      end
      CONTANDO: begin
        if (Tc == AUTO_SHUTDOWN_T - 1) begin
          C = 1;  
        end else begin
          C = 0;
        end
      end
      TEMP: begin
        C = 1;  
      end
      default: begin
        C = 0;
      end
    endcase
  end:outputs
endmodule
module top #(
  parameter DEBOUNCE_P = 300,
  parameter SWITCH_MODE_MIN_T = 5000,
  parameter AUTO_SHUTDOWN_T = 30000
) (
  input wire clk,                
  input wire rst,                
  input wire push_button,        
  input wire infravermelho,      
  output wire led,               
  output wire saida  
);
  controladora #(
    .DEBOUNCE_P(DEBOUNCE_P),
    .SWITCH_MODE_MIN_T(SWITCH_MODE_MIN_T),
    .AUTO_SHUTDOWN_T(AUTO_SHUTDOWN_T)
  ) u_controladora (
    .clk(clk),
    .rst(rst),
    .push_button(push_button),
    .infravermelho(infravermelho),
    .led(led),
    .saida(saida)
  );
endmodule
[flow/run.sh]
#!/bin/bash
# OpenROAD 26Q1-2900-gdf79404cd8, Yosys 0.63+post, stock flow scripts
make -C /OpenROAD-flow-scripts/flow DESIGN_CONFIG=/design/flow/config.mk WORK_HOME=/design/flow/orfs finish
==> results.txt <==
run results: drt drc=0, combinational share of power=0.148, largest net degree at the start of global routing=33, cell row count=34, crit-path max FO=9, Avg Inst Size Synth=~8.8 um^2, Worst EP required=3.99 ns, Post-CTS Setup Inserts=0, status=completed, critical path type=reg2reg, setup ws final=1.29 ns, Num CTS Buffers=9, Pwr Total=~1.8 mW, layout cells sized above 1=0.0737, Synth area leader=dfrtp_1, CTS-repair resized insts=0, yosys warning tally=3, Post-synth EDFFs=0, Synth Instances=around 400, internal power=roughly 1.3 mW, Clock Tree Root=clkbuf_8, Die X=between 90 and 100 um, met1 Use GR=0.266, fraction of registers with async set/reset=1.00, DR vias=between 2000 and 3000, max_cap viols=0, Power Density=roughly 470 nW/um^2, final tally of max-slew violations=0, routing usage on met2=0.245, Final Instance Count excl. Fillers=around 500, TritonCTS clock tree=built, gr busiest metal=met1, clock share of power=0.406, ys flop type=dfrtp_1, mapped cell area=3550 um^2, Flop area=1550 um^2, static leakage=about 1.6 nW, relative slew slack=0.653, drt pass-1 iters=26, all-layer global routing usage=0.166, area share of the largest cell type after synthesis=0.437, synth cell count leaders=dfrtp_1 (62), nor2_1 (62), nand2_1 (28), first-pass GRT wire length=about 12000 um, cts hold-fix bufs=0, Core Area=approximately 8700 um^2, CTS sink cnt=~62, FILL cells=approximately 830, GP Congestion=around 0.95, Longest Clk Path Bufs=2, antenna viol nets, final=0, Vias/cell=5.31, Ant. Diodes=0, Flop pwr share=0.445, actual slew at the worst max-slew pin=between 0.5 and 0.6 ns, pre-CTS worst setup slack=1.30 ns, vias in the first global route=about 2500, Synth Seq Share=0.437, area reported by Yosys stat=~3600 um^2, tool warnings=31, RSZ-0062 raised after global routing=false, final setup vio count=0, Setup crit start kind=register, Area growth, synth to finish=10.5%, htree depth=3, Worst setup EP type=register, Logic area=1850 um^2, # port buffers=5, critical path data arrival time=2.70 ns, starting density of the core=0.409, drt initial violations=between 100 and 150, fmax=~410 MHz, Final period util=0.652, chip area=slightly above 9000 um^2, distinct cell type count after synthesis=approximately 55, drt wl/cell=around 13 um, Sum Neg Setup Slack=0 ns, initial antenna violation count=0, Psw=0.531 mW, DRT Wirelength=a little under 7000 um, yosys stat cell total=between 400 and 500, Net Sw Frac=0.290, clock skew=about 0.016 ns, Top Ports=6, Latency at later pin=roughly 0.35 ns, worst ir drop on vdd=between 150 and 200 uV, Die Ht=96.2 um, hold crit path type=reg2reg, synth top area cells=dfrtp_1 (44%), nor2_1 (6.6%), xnor2_1 (5.2%), Remaining Overflow, GRT=0, FF+latch count, synth=62, HPWL Detailed=roughly 4700 um, clk slew on worst S/H paths=0.08 ns, number of placed instances, taps included=between 400 and 500, Final min period=around 2.4 ns, Hold Fails Final Rpt=0, grt met3 use=0.0305
-- cells in the final DEF, fill, tap and decap left out, types with 3 or more instances in the layout --
cell	Yosys	final
nand2b_1	5	5
a21oi_1	21	21
and3_1	8	8
and4_1	3	3
or3_1	9	9
inv_1	18	17
o21ai_0	16	16
nor4_1	8	8
nor2_1	62	62
nor3_1	12	12
buf_4	2	4
bufinv_16	0	3
ha_1	9	9
dfrtp_1	62	62
clkdlybuf4s50_1	0	5
xor2_1	21	21
xnor2_1	21	21
nand2_1	28	28
clkbuf_8	0	9
nand3_1	25	25
nand4_1	10	10
-- stage by stage --
step	area [um^2]	utilization	hold WS, ns
after floorplan	3550	-	0.354
after global placement	3680	0.424	0.362
after detailed placement	3680	0.424	0.370
after CTS	3930	0.452	0.390
after global routing	3930	0.452	0.399
final	3930	0.452	0.388
-- kinds of logic after synthesis --
| logic type | Yosys count | share of synthesized area |
|---|---|---|
| compound gates | 59 | 0.103 |
| xor+xnor | 42 | 0.104 |
| fa+ha+maj | 9 | 0.0317 |
| buf+inv | 39 | 0.0444 |
| flops | 62 | 0.437 |
| mux | 4 | 0.0123 |
| simple gates | 188 | 0.268 |
-- state kept, by name (all words and copies together), names as in the netlist --
signal / count
u_controladora.u_submodulo_1.next_state: 2
u_controladora.u_submodulo_3.estado: 2
u_controladora.u_submodulo_3.Tc: 32
u_controladora.u_submodulo_2.next_state: 3
u_controladora.u_submodulo_3.prox_estado: 2
u_controladora.u_submodulo_2.Tp: 16
u_controladora.u_submodulo_1.current_state: 2
u_controladora.u_submodulo_2.current_state: 3
-- final timing paths --
kind | startpoint | to | slack, ns | cells after the start
max reg2reg | u_controladora.u_submodulo_2.Tp[0] | u_controladora.u_submodulo_2.next_state[0] | 1.29 | 9
min | u_controladora.u_submodulo_3.prox_estado[1] | u_controladora.u_submodulo_3.estado[1] | 0.39 | 0
min reg2reg | u_controladora.u_submodulo_3.prox_estado[1] | u_controladora.u_submodulo_3.estado[1] | 0.39 | 0
max | u_controladora.u_submodulo_2.Tp[0] | u_controladora.u_submodulo_2.next_state[0] | 1.29 | 9
max in group asynchronous | rst | u_controladora.u_submodulo_3.Tc[8] | 2.39 | 3
min in group asynchronous | rst | u_controladora.u_submodulo_2.Tp[1] | 0.62 | 2
-- layout make-up --
| type | count | area share |
|---|---|---|
| inverter | 18 | 0.0172 |
| tap | 108 | 0.0344 |
| timing repair buffer | 9 | 0.0204 |
| clock buffer | 9 | 0.0316 |
| clock inverter | 7 | 0.0309 |
| multi-input combinational | 302 | 0.470 |
| sequential | 62 | 0.395 |
-- worst max-delay path, stage by stage, from the launching register on --
cell	delay (ns)
dfrtp_1	0.50
inv_1	0.10
ha_1	0.22
nand2b_1	0.22
nor4_1	0.23
mux2_2	0.36
o21ai_0	0.15
nand4_1	0.12
a2111o_1	0.31
a21oi_1	0.14
-- power groups by stage --
stage	Combinational [mW]	Sequential, mW	Clock (mW)
global route	0.318	0.828	0.784
finish	0.272	0.816	0.744
CTS	0.276	0.814	0.753
-- metal layers --
metal  up-vias  share of wire
met3         7          0.044
met1      1295           0.51
met2        39           0.43
li1       1395              -
met5         -              0
met4         0          0.011
Power and IR drop assume default switching activity.
